[flow/run.sh]
#!/bin/bash
# OpenROAD 26Q1-2900-gdf79404cd8, Yosys 0.63+post, stock flow scripts
make -C /OpenROAD-flow-scripts/flow DESIGN_CONFIG=/design/flow/config.mk WORK_HOME=/design/flow/orfs finish
[flow/config.mk]
export PLATFORM = sky130hd
export DESIGN_NAME = InstructionDecoder
export DESIGN_NICKNAME = InstructionDecoder
export VERILOG_FILES = /design/flow/design.v
export SDC_FILE = /design/flow/constraint.sdc
export NUM_CORES = 4
export LEC_CHECK = 1
export CORE_AREA = 10 10 73 73
export DIE_AREA = 0 0 83 83
[flow/constraint.sdc]
current_design InstructionDecoder

set clk_period 3.1
set clk_io_pct 0.2

create_clock -name clk0 -period $clk_period

set non_clock_inputs [all_inputs -no_clocks]
set_input_delay [expr $clk_period * $clk_io_pct] -clock clk0 $non_clock_inputs
set_output_delay [expr $clk_period * $clk_io_pct] -clock clk0 [all_outputs]
[flow/design.v]
module InstructionDecoder(
    input [31:0] instruction,
    output [31:0] immediate,
    output S, 
    output U, 
    output R, 
    output B, 
    output J, 
    output I);
    wire [6:0] opcode;
    assign opcode = instruction[6:0];
    assign immediate[31] = instruction[31];
    assign immediate[30:20] = U ? instruction[30:20] : {(11){instruction[31]}};
    assign immediate[19:12] = U|J ? instruction[19:12] : {(8){instruction[31]}};
    assign immediate[11] = (U|J)&(B|J)  ? instruction[20] :
                           (U|J)&~(B|J) ? 0 :
                           ~(U|J)&(B|J) ? instruction[7] :
                                          instruction[31];
    assign immediate[10:5] = U ? 6'b000000 : instruction[30:25];
    assign immediate[4:1] = U ? 5'b00000 : 
                                S|B ? instruction[11:8] : instruction[24:21];
    assign immediate[0] = U|B|J ? 1'b0 :
                                  S ? instruction[7] : instruction[20];
    assign S = opcode[6:4] == 3'b010;
    assign U = {opcode[6], opcode[4], opcode[2]} == 3'b011;
    assign R = {opcode[6:4], opcode[2]} == 4'b0110;
    assign B = opcode[6:2] == 5'b11000;
    assign J = opcode[6:3] == 4'b1101;
    assign I = 
        opcode[5:4] == 2'b00 | 
        {opcode[6],opcode[4]} == 2'b11 | 
        {opcode[6],opcode[3:2]} == 3'b101 |
        {opcode[5],opcode[3:2]} == 3'b000;
endmodule
module testID;
    reg [31:0] instruction;
    wire[31:0] immediate;
    wire [6:0] opcode; 
    wire S;
    wire U;
    wire R;
    wire B;
    wire J;
    wire I;
    InstructionDecoder id(instruction, immediate, S, U, R, B, J, I);
    reg [6:0] testCode [39:0];
    reg [6:0] types [39:0];
    assign opcode = id.opcode;
    integer i;
    initial begin
        $display("Immediate Decode Test:");
        #1 instruction = 32'h0c300093;
        #1 $display("I-type, expected 000000c3, got %h", immediate);
        #1 instruction = 32'h01000237;
        #1 $display("U-type, expected 01000000, got %h", immediate);
        #1 instruction = 32'h0040a423;
        #1 $display("S-type, expected 00000008, got %h", immediate);
        #1 instruction = 32'h014000ef;
        #1 $display("J-type, expected 00000014, got %h", immediate);
        #1 instruction = 32'h00209663;
        #1 $display("B-type, expected 0000000c, got %h", immediate);
        #1 instruction = 32'haaa08093;
        #1 $display("I-type, expected fffffaaa got %h", immediate);
        #1 instruction = 32'h55508093;
        #1 $display("I-type, expected 00000555 got %h", immediate);
        #1 instruction = 32'haaaaa0b7;
        #1 $display("U-type, expected aaaaa000 got %h", immediate);
        #1 instruction = 32'h555550b7;
        #1 $display("U-type, expected 55555000 got %h", immediate);
        #1 instruction = 32'haa112523;
        #1 $display("S-type, expected fffffaaa got %h", immediate);
        #1 instruction = 32'h54112aa3;
        #1 $display("S-type, expected 00000555 got %h", immediate);
        #1 instruction = 32'h0e000a63;
        #1 $display("B-type, expected 000000f4 got %h", immediate);
        #1 instruction = 32'h0e000263;
        #1 $display("B-type, expected 000000e4 got %h", immediate);
        #1 instruction = 32'h0ec0006f;
        #1 $display("J-type, expected 000000ec got %h", immediate);
        #1 instruction = 32'h0dc0006f;
        #1 $display("J-type, expected 000000dc got %h", immediate);
        #1;
        $display("Opcode Decode Test:");
        testCode[0] = 7'b0000011;
        testCode[1] = 7'b0000011;
        testCode[2] = 7'b0000011;
        testCode[3] = 7'b0000011;
        testCode[4] = 7'b0000011;
        testCode[5] = 7'b0001111;
        testCode[6] = 7'b0010011;
        testCode[7] = 7'b0010011;
        testCode[8] = 7'b0010011;
        testCode[9] = 7'b0010011;
        testCode[10] = 7'b0010011;
        testCode[11] = 7'b0010011;
        testCode[12] = 7'b0010011;
        testCode[13] = 7'b0010011;
        testCode[14] = 7'b0010011;
        testCode[15] = 7'b0010111;
        testCode[16] = 7'b0100011;
        testCode[17] = 7'b0100011;
        testCode[18] = 7'b0100011;
        testCode[19] = 7'b0110011;
        testCode[20] = 7'b0110011;
        testCode[21] = 7'b0110011;
        testCode[22] = 7'b0110011;
        testCode[23] = 7'b0110011;
        testCode[24] = 7'b0110011;
        testCode[25] = 7'b0110011;
        testCode[26] = 7'b0110011;
        testCode[27] = 7'b0110011;
        testCode[28] = 7'b0110011;
        testCode[29] = 7'b0110111;
        testCode[30] = 7'b1100011;
        testCode[31] = 7'b1100011;
        testCode[32] = 7'b1100011;
        testCode[33] = 7'b1100011;
        testCode[34] = 7'b1100011;
        testCode[35] = 7'b1100011;
        testCode[36] = 7'b1100111;
        testCode[37] = 7'b1101111;
        testCode[38] = 7'b1110011;
        testCode[39] = 7'b1110011;
        types[0]  = "I";
        types[1]  = "I";
        types[2]  = "I";
        types[3]  = "I";
        types[4]  = "I";
        types[5]  = "I";
        types[6]  = "I";
        types[7]  = "I";
        types[8]  = "I";
        types[9]  = "I";
        types[10] = "I";
        types[11] = "I";
        types[12] = "I";
        types[13] = "I";
        types[14] = "I";
        types[15] = "U";
        types[16] = "S";
        types[17] = "S";
        types[18] = "S";
        types[19] = "R";
        types[20] = "R";
        types[21] = "R";
        types[22] = "R";
        types[23] = "R";
        types[24] = "R";
        types[25] = "R";
        types[26] = "R";
        types[27] = "R";
        types[28] = "R";
        types[29] = "U";
        types[30] = "B";
        types[31] = "B";
        types[32] = "B";
        types[33] = "B";
        types[34] = "B";
        types[35] = "B";
        types[36] = "I";
        types[37] = "J";
        types[38] = "I";
        types[39] = "I";
        for(i = 0; i < 40; i = i + 1) begin
            instruction[6:0] = testCode[i];
            #1 $display("%b (%s): S=%b, U=%b, R=%b, B=%b, J=%b, I=%b", opcode, types[i], S, U, R, B, J, I);
            #1;
        end
    end
endmodule
==> results.py <==
# Synthesis and PnR figures
metrics = {
    "global_routing": {
        "grt_max_degree": 16,
        "grt_pass1_vias": 841,
        "grt_first_pass_wirelength_um": 4084,
        "grt_use_total_pct": 6.734,
        "grt_antenna_before_repair": 0,
        "grt_overflow_total": 0,
    },
    "power": {
        "combPwrFrac_pct": 100.0,
        "powerDensity_nw_per_um2": 136.3,
        "p_seq_share_pct": 0,
        "p_int_uw": 123.4,
        "ir_worst_vdd_v": 0.00003991,
        "swShare_pct": 27.98,
        "clock_power_share_pct": 0,
        "leakage_nw": 0.5634,
        "p_sw_uw": 47.95,
    },
    "floorplan": {
        "fp_util_pct": 12.87,
        "ios": 70,
        "die_x_um": 83,
        "core_um2": 3744,
        "die_area_um2": 6889,
        "die_h_um": 83,
        "rows": 22,
    },
    "critical_path": {
        "cp-end-kind": "output pin",
        "cp.required_ps": 2480,
        "cp.arrival_ps": 2380,
        "path_class": "input pin to output pin",
        "cp_max_fo": 8,
        "start_kind": "input pin",
    },
    "drt": {
        "vias": 790,
        "drt_wl_total_um": 2554,
        "viasPerCell": 4.180,
        "antenna_left": 0,
        "drc": 0,
        "antennaDiodeCount": 0,
        "wl_per_cell_um": 13.51,
        "first_pass_iters": 2,
        "drt_iter0_markers": 15,
    },
    "min_path": {
        "worstHoldPathCells": 2,
        "hold_class": "input pin to output pin",
    },
    "final_layout": {
        "nFlopsAndLatches": 0,
        "layout_top_cells": "clkdlybuf4s50_1, a21o_1, buf_4",
        "seq_area_um2": 0,
        "fin_util_pct": 33.59,
        "nClkBuffers": 0,
        "area_delta_synth_final_pct": 161.0,
        "lay_top_count": "clkdlybuf4s50_1",
        "final_area_um2": 1257,
        "layout-drive-gt1-share_pct": 12.77,
    },
    "placement": {
        "place_area_um2": 1239,
        "io_buffers": 68,
        "gp_congestion": 0.8236,
        "post-dp-hpwl_um": 2201,
    },
    "sta": {
        "fmaxAchievable_ghz": 0.3331,
        "finalHoldViolCount": 0,
        "worst_slew_pin_slew_ps": 457.5,
        "rsz0062_at_grt": "false",
        "timing.final.crit_period_ps": 3002,
        "drv_slew": 0,
        "min_period_over_period_pct": 96.84,
        "slew_headroom_pct": 69.47,
        "fin_tns_setup_ps": 0,
        "setup_viol": 0,
    },
    "yosys": {
        "synth_cells": 69,
        "ys_warn_count": 0,
        "syn_area_um2": 481.7,
        "ys_seq_share_pct": 0,
        "yosys_area_um2": 481.7,
        "ys_cells": 69,
        "synth_area_per_cell_um2": 6.981,
        "yosysUniqueCellTypes": 25,
    },
    "run_status": {
        "status": "finished clean",
    },
    "job": {
        "warnings": 34,
        "maxCapViolCount": 0,
    },
}
==> repair_timing <==
action | 4_1_cts | 5_1_grt
hold buffers | 0 | 0
endpoints found under the setup margin | 11 | 8
buffers inserted | 0 | 1
pin swaps | 0 | 1
resized | 1 | 4
==> synth_stat cells, drive strengths merged <==
master   n  area (um^2)
inv      2        7.510
a31o     1        8.760
and3     1        6.260
nand3    4        20.02
nor3     2        26.28
o21a     1        7.510
a21o    19        142.6
nand4b   1        8.760
o21ai    7        35.03
and3b    1        8.760
nand4    1        6.260
nor2b    9        56.30
nor4bb   1        10.01
buf      7        58.80
nand2b   2        20.02
nor3b    1        7.510
o21bai   1        7.510
a21oi    4        20.02
mux2i    1        10.01
a31oi    1        6.260
nor2     2        7.510
==> area by class of cell <==
type	instances	area, um^2
fill	388	2486
inverter	2	7.507
multi-input combinational	60	419.2
tap	48	60.06
timing repair buffer	79	770.7
==> power by group through the flow <==
stage	Clock (mW)	Combinational, mW	Sequential, mW
CTS	0	0.174	0
global route	0	0.190	0
finish	0	0.171	0
==> through the flow <==
step / power [mW] / hold WS (ps) / instances / setup slack, ps
finish: 0.1714 / 2089 / 189 / 98.06
global route: 0.1895 / 2128 / 189 / 2.939
CTS: 0.1736 / 2101 / 188 / 56.38
detailed placement: 0.1715 / 2100 / 188 / -44.28
global placement: 0.1713 / 2104 / 188 / -39.59
floorplan: 0.04673 / 1255 / 69 / 1060
==> routing by layer <==
metal  track usage, %  routed length (um)  vias to the layer above  part of all wire, %
met2            9.497                 942                       50                   37
li1                 -                   -                      400                    -
met5                0                   0                        -                    0
met3            3.642                 347                        0                   14
met1            9.284                1264                      340                   49
met4                0                   0                        0                    0
==> worst paths after layout <==
check | start | endpoint | slack, ps
setup / recovery | instruction[6] | immediate[16] | 100
hold / removal | instruction[31] | immediate[31] | 2090
==> worst max-delay path, cell delays in order <==
cell	delay, ps
clkdlybuf4s50_1	470
and3b_2	240
buf_8	130
nor3_4	330
a21o_1	120
clkdlybuf4s50_1	470
==> cells by family (layout without fill, tap and decap cells) <==
logic type             Yosys count  count (layout)  share of synthesized area [%]
AND/OR/NAND/NOR                 25              25                          36.89
AND-OR/OR-AND                   34              34                          47.28
multiplexers                     1               1                          2.078
buffers and inverters            9              81                          13.77
Power is estimated from default activity; no workload was simulated.
